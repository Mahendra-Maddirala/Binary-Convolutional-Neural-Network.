### flow/design.v
module MyDesign(dut_run,dut_busy, reset_b, clk, dut_sram_write_address,
                 dut_sram_write_data, dut_sram_write_enable,
                 dut_sram_read_address, sram_dut_read_data,
                  dut_wmem_read_address, wmem_dut_read_data
                      );
input reset_b;
input dut_run;
output reg dut_busy;
input clk;
output reg        dut_sram_write_enable;
output reg [11:0] dut_sram_write_address;
output reg [15:0] dut_sram_write_data;
output reg [11:0] dut_wmem_read_address;
input      [15:0] wmem_dut_read_data;
output reg [11:0] dut_sram_read_address;
input      [15:0] sram_dut_read_data;
reg [15:0] input_matrix ;
reg [8:0] weight_matrix;
reg [15:0] result;
reg [8:0] a0;
reg [8:0] a1;
reg [8:0] a2;
reg [8:0] a3;
reg [3:0] output_row;
reg [3:0] sum0;
reg [3:0] sum1;
reg [3:0] sum2;
reg [3:0] sum3;
reg write_flag;
reg low_bit;
parameter   
     S0 = 1'b0,      
     S1 = 1'b1;      
reg  current_state, next_state;
always @ (posedge clk or negedge reset_b)
begin
  if(!reset_b)
        begin
        dut_sram_write_enable  <=0;
        dut_sram_write_address <=0;
        dut_sram_write_data    <=0;
        dut_wmem_read_address  <=0;
        dut_sram_read_address  <=0;
        dut_busy               <=0;
        current_state          <= S0;
        weight_matrix <= 0;
        end
   else begin
        if(dut_run) dut_busy   <= 1;                 
        if(low_bit == 1) dut_busy <=0; 
        current_state          <= next_state;
        dut_wmem_read_address  <= 0;         
        dut_sram_read_address  <= 0;           
        dut_sram_write_address <= 0;     
        weight_matrix             <= wmem_dut_read_data;  
        input_matrix              <= sram_dut_read_data;  
        dut_sram_write_enable  <= write_flag;
        dut_sram_write_address <= 0;
        dut_sram_write_data    <= output_row;
        end
end
always @(*) 
begin
  case (current_state)
     S0: begin                           
         next_state =S0;
         write_flag = 0;
         output_row =0;
         low_bit = 0;
        if(dut_run == 1)  next_state =S1;
        else next_state = S0;
     end
     S1: begin                                      
                a0[0] = (input_matrix[0])~^ (weight_matrix[0]);
                a0[1] = (input_matrix[1])~^ (weight_matrix[1]);
                a0[2] = (input_matrix[2])~^ (weight_matrix[2]);
                a0[3] = (input_matrix[4])~^ (weight_matrix[3]);
                a0[4] = (input_matrix[5])~^ (weight_matrix[4]);
                a0[5] = (input_matrix[6])~^ (weight_matrix[5]);
                a0[6] = (input_matrix[8])~^ (weight_matrix[6]);
                a0[7] = (input_matrix[9])~^ (weight_matrix[7]);
                a0[8] = (input_matrix[10])~^ (weight_matrix[8]);
                sum0  = a0[0]+ a0[1]+a0[2]+a0[3]+a0[4]+a0[5]+a0[6]+a0[7]+a0[8];
                if(sum0 <= 4) output_row[0] = 0;
                else         output_row[0] = 1;
		a1[0] = (input_matrix[1])~^ (weight_matrix[0]);
                a1[1] = (input_matrix[2])~^ (weight_matrix[1]);
                a1[2] = (input_matrix[3])~^ (weight_matrix[2]);
                a1[3] = (input_matrix[5])~^ (weight_matrix[3]);
                a1[4] = (input_matrix[6])~^ (weight_matrix[4]);
                a1[5] = (input_matrix[7])~^ (weight_matrix[5]);
                a1[6] = (input_matrix[9])~^ (weight_matrix[6]);
                a1[7] = (input_matrix[10])~^ (weight_matrix[7]);
                a1[8] = (input_matrix[11])~^ (weight_matrix[8]);
                sum1  = a1[0]+ a1[1]+a1[2]+a1[3]+a1[4]+a1[5]+a1[6]+a1[7]+a1[8];
                if(sum1 <= 4) output_row[1] = 0;
                else         output_row[1] = 1;
		a2[0] = (input_matrix[4])~^ (weight_matrix[0]);
                a2[1] = (input_matrix[5])~^ (weight_matrix[1]);
                a2[2] = (input_matrix[6])~^ (weight_matrix[2]);
                a2[3] = (input_matrix[8])~^ (weight_matrix[3]);
                a2[4] = (input_matrix[9])~^ (weight_matrix[4]);
                a2[5] = (input_matrix[10])~^ (weight_matrix[5]);
                a2[6] = (input_matrix[12])~^ (weight_matrix[6]);
                a2[7] = (input_matrix[13])~^ (weight_matrix[7]);
                a2[8] = (input_matrix[14])~^ (weight_matrix[8]);
                sum2  = a2[0]+ a2[1]+a2[2]+a2[3]+a2[4]+a2[5]+a2[6]+a2[7]+a2[8];
                if(sum2 <= 4) output_row[2] = 0;
                else         output_row[2] = 1;
		a3[0] = (input_matrix[5])~^ (weight_matrix[0]);
                a3[1] = (input_matrix[6])~^ (weight_matrix[1]);
                a3[2] = (input_matrix[7])~^ (weight_matrix[2]);
                a3[3] = (input_matrix[9])~^ (weight_matrix[3]);
                a3[4] = (input_matrix[10])~^ (weight_matrix[4]);
                a3[5] = (input_matrix[11])~^ (weight_matrix[5]);
                a3[6] = (input_matrix[13])~^ (weight_matrix[6]);
                a3[7] = (input_matrix[14])~^ (weight_matrix[7]);
                a3[8] = (input_matrix[15])~^ (weight_matrix[8]);
                sum3  = a3[0]+ a3[1]+a3[2]+a3[3]+a3[4]+a3[5]+a3[6]+a3[7]+a3[8];
                if(sum3 <= 4) output_row[3] = 0;
                else         output_row[3] = 1;
            next_state = S0;
            write_flag =1;  
            low_bit = 1;
        end 
    default: next_state = S0;       
  endcase
end
endmodule
### flow/run.sh
#!/bin/bash
# OpenROAD 26Q1-2900-gdf79404cd8, Yosys 0.63+post, stock flow scripts
make -C /OpenROAD-flow-scripts/flow DESIGN_CONFIG=/design/flow/config.mk WORK_HOME=/design/flow/orfs finish
### flow/config.mk
export PLATFORM = sky130hd
export DESIGN_NAME = MyDesign
export DESIGN_NICKNAME = MyDesign
export VERILOG_FILES = /design/flow/design.v
export SDC_FILE = /design/flow/constraint.sdc
export NUM_CORES = 4
export LEC_CHECK = 1
export CORE_UTILIZATION = 50
### flow/constraint.sdc
current_design MyDesign

set clk_period 4.6
set clk_io_pct 0.2

create_clock -name clk0 -period $clk_period [get_ports {clk}]

set non_clock_inputs [all_inputs -no_clocks]
set_input_delay [expr $clk_period * $clk_io_pct] -clock clk0 $non_clock_inputs
set_output_delay [expr $clk_period * $clk_io_pct] -clock clk0 [all_outputs]
==> results_slide.txt <==
Key Metrics from the Run

Outcome
  – Outcome: finished clean

Yosys
  – Most frequently used cell type in the post-synthesis netlist: sky130_fd_sc_hd__buf_4
  – Async SR Flop Fraction: 50.0%
  – Count of instantiated cells in the yosys netlist: 191
  – Gate count of the mapped netlist: 191
  – Top cells by count: sky130_fd_sc_hd__buf_4, sky130_fd_sc_hd__xor2_1, sky130_fd_sc_hd__fa_1
  – Seq cells post-synth: 32
  – Area leader, netlist: sky130_fd_sc_hd__edfxtp_1
  – Sequential cell area fraction in the yosys report: 38.4%
  – Largest cells by area: sky130_fd_sc_hd__edfxtp_1, sky130_fd_sc_hd__dfrtp_1, sky130_fd_sc_hd__fa_1
  – Warnings from Yosys: 1
  – Post-synth top area share: 21.0%
  – Dominant register cell: sky130_fd_sc_hd__edfxtp_1
  – Yosys stat chip area: 2290 sq um
  – Area of the mapped netlist: 2290 sq um
  – Flip-flops with a built-in enable: 16
  – Distinct cell type count of the synthesized netlist: 18
  – Post-Syn Area per Cell: 12.0 sq um

Drt
  – Routed metal-1 wire length: 1.41 mm
  – Wire length after detailed routing: 3.27 mm
  – Number of diodes added for antenna fixing: 0
  – Via/cell ratio: 4.21
  – 1st-iter DRT viols: 16
  – Detailed-routed wire length on met3: 198 microns
  – Metal2 WL: 1.61 mm
  – Iteration count of the initial detailed-routing pass: 4
  – Post-route DRC violation count: 0
  – Uppermost layer routed: met4
  – Mean routed wirelength per cell: 11.7 microns
  – Post-route ant nets: 0
  – Count of vias placed by the detailed router: 1182

Place
  – Count of input and output buffers: 33
  – Hpwl dp: 2.69 mm
  – Placer's final routability congestion estimate: 0.792

Run
  – Count of warning messages emitted by the tools: 32
  – Max-cap viol count: 0

Floorplan
  – Die width: 69.7 microns
  – Core box area: 4380 sq um
  – Starting density of the core: 52.3%
  – I/O pin count: 89
  – Die Size: 4860 sq um
  – # rows: 24
  – Height of the chip: 69.7 microns

Worst setup path
  – Required time of the worst setup path: 4.75 ns
  – Sort of element at the start of the critical path: flip-flop
  – CP peak stage delay: 0.52 ns
  – Number of cell instances on the worst register-to-register path: 10
  – Chain of cells forming the critical path: xnor2_1 > fa_1 > inv_1 > fa_1 > fa_1 > fa_1 > fa_1 > nand2_1 > a221oi_2 > a21oi_1
  – Highest-delay cell along the critical path: sky130_fd_sc_hd__fa_1
  – Kind of end point of the critical path: flip-flop
  – Signal arrival time at the worst endpoint: 3.93 ns
  – Cell repeated most along the worst path: sky130_fd_sc_hd__fa_1
  – Origin of the critical flop-to-flop path: input_matrix[5]$_DFFE_PP_
  – Start point of the critical path: input_matrix[5]$_DFFE_PP_
  – Type of the setup path with the least slack: reg2reg
  – Largest fanout on the critical path: 4

CTS
  – TritonCTS sink count: 32
  – Root buf cell: sky130_fd_sc_hd__clkbuf_8
  – H-Tree Level Count: 2
  – Clock slew seen by the registers of the worst setup and hold paths: 0.06 ns
  – Worst-case clock buffer depth: 2
  – Hold-fix buffers at CTS: 0
  – Late-Pin Clk Latency: 0.28 ns
  – Number of buffers added by the clock tree synthesis step: 5
  – CTS tree: built
  – Post-CTS Setup Bufs: 0
  – Resized cells post-CTS: 0

STA
  – Unrepaired setup endpoints after global routing: no
  – Slew Limit Fails: 0
  – Shortest clock period the worst path allows after layout: 3.78 ns
  – Final total negative setup slack: 0 ns
  – Final count of hold timing violations: 0
  – Final clock period utilization by the worst path: 82.2%
  – Worst-case clock skew: 0.00398 ns
  – Final worst hold slack: 0.512 ns
  – Total setup violations reported at the end of the flow: 0
  – Peak Freq: 0.264 GHz

Power and ir drop
  – Leakage power: 1.17 nW
  – IR Drop Worst-Case VDD: 232 uV
  – Power after layout: 0.00114 W
  – Power per standard cell area: 436 nW/um^2

Worst hold path
  – Hold path startpoint: dut_busy$_DFFE_PN0P_
  – Hold path depth: 2
  – Hold Crit Class: reg2reg

GRT
  – Vias in the first global route: 1240
  – Global-route wire length before repair: 5.69 mm
  – Overall fraction of global-route tracks in use: 15.9%
  – Number of antenna violations at the first check in global routing: 0
  – Total global routing overflow: 0
  – Maximum number of pins on one net before global-route repair: 33

Final layout
  – Ratio of cells with drive above 1 in the final layout: 3.93%
  – Area Growth Syn to Fin: 13.6%
-- routing by layer --
| layer | global-route usage [%] | vias to the layer above |
|---|---|---|
| met5 | 0 | - |
| met1 | 26.1 | 564 |
| li1 | - | 567 |
| met4 | 2.00 | 0 |
| met2 | 25.0 | 44 |
| met3 | 3.10 | 7 |
-- state kept, by name, summed over array words and instances, names as in the netlist --
signal,flops
input_matrix,16
weight_matrix,9
dut_sram_write_data,4
current_state,1
dut_busy,1
dut_sram_write_enable,1
-- final timing paths --
path | end | slack, ns
max in group asynchronous | dut_busy$_DFFE_PN0P_ | 3.27
min in group asynchronous | dut_sram_write_data[0]$_DFF_PN0_ | 1.04
setup / recovery | dut_sram_write_data[2]$_DFF_PN0_ | 0.82
hold / removal | dut_busy$_DFFE_PN0P_ | 0.51
hold reg to reg | dut_busy$_DFFE_PN0P_ | 0.51
setup reg to reg | dut_sram_write_data[2]$_DFF_PN0_ | 0.82
-- critical path: cells and delay by family, from the launching register on --
kind            cells  cell delay (ns)
flops               1             0.50
fa+ha+maj           5             2.50
buf+inv             1             0.06
xor+xnor            1             0.19
compound gates      2             0.34
simple gates        1             0.07
-- area by class of cell --
| type | instances | area [sq um] |
|---|---|---|
| clock inverters | 2 | 35.0 |
| inverters | 17 | 63.8 |
| flip-flops and latches | 32 | 881 |
| clock buffers | 6 | 72.6 |
| well taps | 52 | 65.1 |
| fillers | 363 | 1780 |
| repair buffers | 34 | 338 |
| multi-input cells | 138 | 1150 |
-- cells in the final DEF (no fill, tap or decap), types with 5 or more instances in the layout --
master and instances:
sky130_fd_sc_hd__clkbuf_8 5, sky130_fd_sc_hd__clkdlybuf4s50_1 33, sky130_fd_sc_hd__xnor2_1 15, sky130_fd_sc_hd__conb_1 48
sky130_fd_sc_hd__edfxtp_1 16, sky130_fd_sc_hd__inv_1 17, sky130_fd_sc_hd__nand2_1 7, sky130_fd_sc_hd__ha_1 8
sky130_fd_sc_hd__xor2_1 24, sky130_fd_sc_hd__dfrtp_1 16, sky130_fd_sc_hd__fa_1 20
-- cells by family (layout without fill, tap and decap cells) --
group           count (synthesis)  count (layout)  share of synthesized area, %
buf+inv                        68              59                          19.2
xor+xnor                       39              39                          14.9
flops                          32              32                          38.4
fa+ha+maj                      28              28                          21.8
simple gates                   13              13                          2.57
compound gates                 10              10                          2.95
other cells                     1              48                         0.164
-- where the power goes --
part           leakage [nW]  switching (W)  internal, W
clock                0.0552      0.0000960     0.000160
combinational         0.767       0.000254     0.000270
sequential            0.351      0.0000235     0.000332
-- per-stage QoR --
stage	setup WS [ns]	area, sq um	utilization [%]	std cells
2_1_floorplan	0.996	2470	-	238
6_report	0.818	2600	59.4	281
5_1_grt	0.696	2600	59.4	281
3_5_place_dp	0.849	2500	56.9	273
4_1_cts	0.826	2600	59.4	281
3_3_place_gp	0.904	2500	56.9	273
Power figures rest on the tool's default switching activity, not on a simulated workload.
